==> ./design.v <==
`timescale 1ns / 1ps
module Alu(
input [31:0] in1,
input [31:0] in2,
output reg [31:0] out,
output reg zero,
input [2:0] aluop
    );
always@(*)
begin
     case(aluop)
	  3'b010:begin
	         out<=in1+in2;
				zero<=0;
				end
	  3'b110:begin
	         out<=in1-in2;
				zero<=~|out;
				end
	  3'b000:begin
	         out<=in1&in2;
				zero<=0;
				end
	  3'b001:begin
            out<=in1|in2;
				zero<=0;
				end
	  3'b111:begin
	         if(in1<in2)
				out<=1;
				else
				out<=0;
				zero<=0;
				end
		endcase
end
endmodule
module ALU_add_only (
input [31:0] in1,
input [31:0]in2,
output [31:0] out
);
assign out=in1+in2;
endmodule
`timescale 1ns / 1ps
module Mux_32(
input [31:0] in0,
input [31:0] in1,
input sel,
output [31:0] mux_out
    );
assign mux_out=(sel)? in1:in0;
endmodule
module Mux_5(
input [4:0] in0,
input [4:0] in1,
input sel,
output [4:0] mux_out
    );
assign mux_out=(sel)? in1:in0;
endmodule
`timescale 1ns / 1ps
module control_unit(
input reset,
input [5:0] opcode,
input [5:0] func,
output reg reg_dst,
output reg reg_wr,
output reg Alus,
output reg [2:0] Aluop,
output reg mem_wr,
output reg mem_rd,
output reg mem2reg,
output reg pcs
);
always @(*)
begin
     if(reset)
	  begin
	  reg_dst=1'b0;
     reg_wr=1'b0;
     Alus=1'b0;
     Aluop=3'b000;
     mem_wr=1'b0;
     mem_rd=1'b0;
     mem2reg=1'b0;
     pcs=1'b0;
	  end
	  else
	  begin
	       case(opcode)
			 6'b000000:begin
			           case(func)
						  6'b100000:begin
						  reg_dst=1'b1;
                    reg_wr=1'b1;
                    Alus=1'b0;
                    Aluop=3'b010;
                    mem_wr=1'b0;
                    mem_rd=1'b0;
                    mem2reg=1'b0;
                    pcs=1'b0;
						  end
						  6'b100001:begin
						  reg_dst=1'b1;
                    reg_wr=1'b1;
                    Alus=1'b0;
                    Aluop=3'b110;
                    mem_wr=1'b0;
                    mem_rd=1'b0;
                    mem2reg=1'b0;
                    pcs=1'b0;
						  end
						  6'b100010:begin
						  reg_dst=1'b1;
                    reg_wr=1'b1;
                    Alus=1'b0;
                    Aluop=3'b000;
                    mem_wr=1'b0;
                    mem_rd=1'b0;
                    mem2reg=1'b0;
                    pcs=1'b0;
						  end
						  6'b100011:begin
						  reg_dst=1'b1;
                    reg_wr=1'b1;
                    Alus=1'b0;
                    Aluop=3'b001;
                    mem_wr=1'b0;
                    mem_rd=1'b0;
                    mem2reg=1'b0;
                    pcs=1'b0;
						  end
						  6'b100100:begin
						  reg_dst=1'b1;
                    reg_wr=1'b1;
                    Alus=1'b0;
                    Aluop=3'b111;
                    mem_wr=1'b0;
                    mem_rd=1'b0;
                    mem2reg=1'b0;
                    pcs=1'b0;
						  end
						  default:begin
						  reg_dst=1'b0;
                    reg_wr=1'b0;
                    Alus=1'b0;
                    Aluop=3'b000;
                    mem_wr=1'b0;
                    mem_rd=1'b0;
                    mem2reg=1'b0;
                    pcs=1'b0;
						  end
						  endcase
						  end
			6'b100011:begin
						 reg_dst=1'b0;
                   reg_wr=1'b1;
                   Alus=1'b1;
                   Aluop=3'b010;
                   mem_wr=1'b0;
                   mem_rd=1'b1;
                   mem2reg=1'b1;
                   pcs=1'b0;
						 end
			6'b101011:begin
			          reg_dst=1'bx;
                   reg_wr=1'b0;
                   Alus=1'b1;
                   Aluop=3'b010;
                   mem_wr=1'b1;
                   mem_rd=1'b0;
                   mem2reg=1'bx;
                   pcs=1'b0;
						 end
			6'b000100:begin
			          reg_dst=1'bx;
                   reg_wr=1'b0;
                   Alus=1'b0;
                   Aluop=3'b110;
                   mem_wr=1'b0;
                   mem_rd=1'b0;
                   mem2reg=1'bx;
                   pcs=1'b1;
						 end
			default:begin
	              reg_dst=1'b0;
                 reg_wr=1'b0;
                 Alus=1'b0;
                 Aluop=3'b000;
                 mem_wr=1'b0;
                 mem_rd=1'b0;
                 mem2reg=1'b0;
                 pcs=1'b0;
	              end
	       endcase
		end
end
endmodule 
`timescale 1ns / 1ps
module data_mem(
input [31:0] addr,
input clk,
input reset,
input rd_en,
input wr_en,
input [31:0] wr_data,
output [31:0] rd_data
);
reg [31:0] dmem [31:0];
wire [4:0] real_addr;
integer k;
assign real_addr=addr[6:2];
assign rd_data=(rd_en)? dmem[real_addr]:32'bx;
always @ (posedge clk)
begin
     if(reset)
	  begin
	         dmem[0]= 32'b00000010001100101000000000100001;
				dmem[1]= 32'b00000010001100101000000000100001;
				dmem[2]= 32'b00000010001100101000000000100001;
				dmem[3]= 32'b00000010001100101000000000100001;
				dmem[4]= 32'b00000010001100101000000000100001;
				dmem[5]= 32'b00000010001100101000000000100001;
				dmem[6]= 32'b00000010001100101000000000100001;
				dmem[7]= 32'b00000000000000000000000000001010;
				dmem[8]= 32'b00000000000000000000000000001010;
				dmem[9]= 32'b00000000000000000000000000001010;
				dmem[10]= 32'b00000000000000000000000000001010;
				dmem[11]= 32'b00000000000000000000000000001010;
				dmem[12]= 32'b00000000000000000000000000001010;
				dmem[13]= 32'b00000000000000000000000000001010;
				dmem[14]= 32'b00000000000000000000000000001010;
				dmem[15]= 32'b00000000000000000000000000001010;
				dmem[16]= 32'b00000000000000000000000000001010;
				dmem[17]= 32'b00000000000000000000000000001010;
				dmem[18]= 32'b00000000000000000000000000001010;
				dmem[19]= 32'b00000000000000000000000000001010;
				dmem[20]= 32'b00000000000000000000000000001010;
				dmem[21]= 32'b00000000000000000000000000001010;
				dmem[22]= 32'b00000000000000000000000000001010;
				dmem[23]= 32'b00000000000000000000000000001010;
				dmem[24]= 32'b00000000000000000000000000001010;
				dmem[25]= 32'b00000000000000000000000000001010;
				dmem[26]= 32'b00000000000000000000000000001010;
				dmem[27]= 32'b00000000000000000000000000001010;
				dmem[28]= 32'b00000000000000000000000000001010;
				dmem[29]= 32'b00000000000000000000000000001010;
				dmem[30]= 32'b00000000000000000000000000001010;
				dmem[31]= 32'b00000000000000000000000000001010;
		end
	  else if(wr_en)
	  dmem[real_addr]=wr_data;
end
endmodule
`timescale 1ns / 1ps
module ins_mem (
input [31:0] pc,
output [31:0] instruction,
input reset
 );
reg [31:0] imem [31:0];
wire [4:0] read_addr;
integer i;
assign read_addr=pc[6:2];
assign instruction = imem[read_addr];
initial 
begin
      imem[0]= 32'b00000010001100101000000000100000;  
      imem[1]= 32'b00000010001100101000000000100001;  
		imem[2]= 32'b00000010001100101000000000100000;  
      imem[3]= 32'b00000010001100101000000000100001;  
		imem[4]= 32'b00000010001100101000000000100000;  
      imem[5]= 32'b00000010001100101000000000100001;  
      imem[6]= 32'b00000010001100101000000000100010;  
end
always @(posedge reset)
begin
     for(i=8;i<32;i=i+1)
     imem[i]=32'b0;
end
endmodule
`timescale 1ns / 1ps
module mips_singlecycle( 
input clk,
input reset,
output [31:0] alu_result,
output [31:0] rd_data1, rd_data2, pc_out,
output [31:0] in2,
output [31:0]instruction
);
wire [31:0]  pc_in,  pc4, pc_br , pc_br2;
wire [31:0] rdfromdm;
wire [4:0] wr_addr;
wire [31:0]   wr_data;
wire [31:0] addr, rd_data;
wire reg_dst, reg_wr, Alus, mem_wr, mem_rd, mem2reg, pcs;
wire [2:0] Aluop;
wire zero;
wire [31:0] sign_extended;
program_counter p_counter(.clk(clk),.reset(reset),.pc_in(pc_in),.pc_out(pc_out));
assign pc4=pc_out+32'b100;
ins_mem ins_memory(.pc(pc_out),.instruction(instruction),.reset(reset));
reg [31:0] tempreg1;
always@(posedge clk)
begin
	tempreg1 <= instruction;
end
control_unit cu(.reset(reset),.opcode(instruction[31:26]),.func(instruction[5:0]),.reg_dst(reg_dst),.reg_wr(reg_wr),.Alus(Alus),.Aluop(Aluop),.mem_wr(mem_wr),.mem_rd(mem_rd),.mem2reg(mem2reg),.pcs(pcs));
reg_file reg_f(.clk(clk),.reset(reset),.write_en(reg_wr),.rd_addr1(tempreg1[25:21]),.rd_addr2(tempreg1[20:16]),
.wr_addr(wr_addr),.wr_data(wr_data),.rd_data1(rd_data1),.rd_data2(rd_data2));
sign_extend sg(.data_in(tempreg1[15:0]),.data_out(sign_extended));
reg [31:0] tempreg21;
reg [31:0] tempreg22;
reg [4:0] write_reg_twenty_to_sixteen;
reg [4:0] write_reg_fifteen_to_eleven;
reg [31:0]extend; 
always@(posedge clk)
begin
	tempreg21 <= rd_data1;
	tempreg22 <= rd_data2;
	write_reg_twenty_to_sixteen <= tempreg1[20:16];
	write_reg_fifteen_to_eleven <= tempreg1[15:11];
	extend<=sign_extended;
end
Mux_5 mux1(.in0(instruction[20:16]),.in1(instruction[15:11]),.sel(reg_dst),.mux_out(wr_addr));
Mux_32 mux2(.in0(tempreg22),.in1(extend),.sel(Alus),.mux_out(in2));
Alu alu(.in1(tempreg21),.in2(in2),.out(alu_result),.aluop(Aluop),.zero(zero));
shift_left sh(.data_in(extend),.data_out(pc_br));
ALU_add_only add(.in1(pc4),.in2(pc_br),.out(pc_br2));
reg [31:0] tempreg31;
reg [31:0] tempreg32;
reg [31:0] branch;
reg [4:0] tempwr_addr;
always@(posedge clk)
begin
	tempreg31 <= alu_result;
	tempreg31 <= tempreg22;
	branch <= pc_br2;
	tempwr_addr <= wr_addr;
end 
data_mem d_memory(.addr(alu_result),.clk(clk),.reset(reset),.rd_en(mem_rd),.wr_en(mem_wr),
.wr_data(rd_data2),.rd_data(rdfromdm));
reg [31:0] tempreg41;
reg [31:0] tempreg42;
reg [4:0] tempwr_addr4;
always@(posedge clk)
begin
	tempreg41 <= rdfromdm;
	tempreg42 <= tempreg31;
	tempwr_addr4 <= tempwr_addr;
end 
Mux_32 mux3(.in0(tempreg31),.in1(tempreg41),.sel(mem2reg),.mux_out(wr_data));
Mux_32 mux4(.in0(pc4),.in1(pc_br2),.sel(pcs),.mux_out(pc_in));
endmodule
`timescale 1ns / 1ps
module program_counter(
input clk,
input reset,
input [31:0] pc_in,
output reg [31:0] pc_out
 );
always @(posedge clk)
begin
     if (reset)
     pc_out<=0;
     else
	  pc_out<=pc_in;
end
endmodule
`timescale 1ns / 1ps
module reg_file(
input clk,
input reset,
input write_en,
input [4:0] rd_addr1,
input [4:0] rd_addr2,
input [4:0] wr_addr,
input [31:0] wr_data,
output [31:0] rd_data1,
output [31:0] rd_data2
);
reg [31:0] reg_file [31:0];
integer k;
assign rd_data1=reg_file[rd_addr1];
assign rd_data2=reg_file[rd_addr2];
always @ (posedge clk)
begin 
     if (reset)
	  begin
            reg_file[0]= 32'b00000010001100101000000000100001;
				reg_file[1]= 32'b00000010001100101000000000100001;
				reg_file[2]= 32'b00000010001100101000000000100001;
				reg_file[3]= 32'b00000010001100101000000000100001;
				reg_file[4]= 32'b00000010001100101000000000100001;
				reg_file[5]= 32'b00000010001100101000000000100001;
				reg_file[6]= 32'b00000010001100101000000000100001;
				reg_file[7]= 32'b00000000000000000000000000001010;
				reg_file[8]= 32'b00000000000000000000000000001010;
				reg_file[9]= 32'b00000000000000000000000000001010;
				reg_file[10]= 32'b00000000000000000000000000001010;
				reg_file[11]= 32'b00000000000000000000000000001010;
				reg_file[12]= 32'b00000000000000000000000000001010;
				reg_file[13]= 32'b00000000000000000000000000001010;
				reg_file[14]= 32'b00000000000000000000000000001010;
				reg_file[15]= 32'b00000000000000000000000000001010;
				reg_file[16]= 32'b00000000000000000000000000001010;
				reg_file[17]= 32'b00000000000000000000000000001010;
				reg_file[18]= 32'b00000000000000000000000000001010;
				reg_file[19]= 32'b00000000000000000000000000001010;
				reg_file[20]= 32'b00000000000000000000000000001010;
				reg_file[21]= 32'b00000000000000000000000000001010;
				reg_file[22]= 32'b00000000000000000000000000001010;
				reg_file[23]= 32'b00000000000000000000000000001010;
				reg_file[24]= 32'b00000000000000000000000000001010;
				reg_file[25]= 32'b00000000000000000000000000001010;
				reg_file[26]= 32'b00000000000000000000000000001010;
				reg_file[27]= 32'b00000000000000000000000000001010;
				reg_file[28]= 32'b00000000000000000000000000001010;
				reg_file[29]= 32'b00000000000000000000000000001010;
				reg_file[30]= 32'b00000000000000000000000000001010;
				reg_file[31]= 32'b00000000000000000000000000001010;
	   end
	  else if(write_en)
	  reg_file[wr_addr]=wr_data;
end
endmodule
`timescale 1ns / 1ps
module shift_left(
input [31:0] data_in,
output [31:0] data_out
);
assign data_out[31:0]=data_in[31:0]<<2;
endmodule
`timescale 1ns / 1ps
module sign_extend(
input [15:0] data_in,
output [31:0] data_out
);
assign data_out[15:0]=data_in[15:0];
assign data_out[31:16]=(data_in[15])?16'b1111111111111111:16'b0;
endmodule
==> ./run.sh <==
#!/bin/bash
# OpenROAD 26Q1-2900-gdf79404cd8, Yosys 0.63+post, stock flow scripts
make -C /OpenROAD-flow-scripts/flow DESIGN_CONFIG=/design/flow/config.mk WORK_HOME=/design/flow/orfs finish
==> ./config.mk <==
export PLATFORM = sky130hd
export DESIGN_NAME = mips_singlecycle
export DESIGN_NICKNAME = mips_singlecycle
export VERILOG_FILES = /design/flow/design.v
export SDC_FILE = /design/flow/constraint.sdc
export NUM_CORES = 4
export LEC_CHECK = 1
export CORE_UTILIZATION = 30
==> ./constraint.sdc <==
current_design mips_singlecycle

set clk_period 17.7
set clk_io_pct 0.2

create_clock -name clk0 -period $clk_period [get_ports {clk}]
create_clock -name clk1 -period $clk_period [get_ports {reset}]

set non_clock_inputs [all_inputs -no_clocks]
set_input_delay [expr $clk_period * $clk_io_pct] -clock clk0 $non_clock_inputs
set_output_delay [expr $clk_period * $clk_io_pct] -clock clk0 [all_outputs]
==> run summary <==
Implementation results. Clock-pin transition on the worst setup and hold timing paths landed at 0.07 ns. For reference, the final report shows the hold violation count at 0. Synthesized area divided by synthesized cell count landed at 9.03 um2. For this design the ratio of total power to cell area is 305 mW/mm2.

Count of mapped cells out of synthesis landed at between 1000 and 1500. The script logs the mean routed wire length per placed instance as 16.5 um. During synthesis, Yosys emitted a total of 40 warnings.

Data on the critical path arrives at its endpoint at 12.77 ns. Counting stages on the worst path, the most repeated cell is sky130_fd_sc_hd__clkbuf_16. Initial antenna violation count landed at 1. First-pass GRT wire length landed at 52300 um. Worst voltage drop across the vdd grid landed at 135 uV. The commonest register cell is sky130_fd_sc_hd__dfxtp_1.

STA classifies the critical path startpoint as a clock port. The slowest stage of the critical path is the sky130_fd_sc_hd__clkdlybuf4s50_1 cell. Looking at area per cell type in the netlist, the leader is sky130_fd_sc_hd__edfxtp_1.

Among all stages on the critical path, the maximum delay recorded is 0.44 ns. Count of input and output buffers landed at 166. Number of rows created at floorplan landed at 67. Count of TritonRoute iterations in the first routing pass landed at 7.

Overall die width landed at 188 um. In this run, synthesis inferred around 64 flip-flops with an integrated enable. Multiplexer fraction of the synthesized cell area landed at less than 1%.

Number of max-slew violations in the final report landed at 0. Summed over all nets, the half-perimeter wirelength after detailed placement is 20500 um. The flow ran to the end, and the final reports show no timing, DRC or antenna violations.

Antenna repair during routing inserted a diode count of 0. Note that the worst hold path type here is clk -> reg. The detail route stage leaves a number of antenna-violating nets equal to 0.

Aggregate global-route resource usage landed at 19.8%. Setup repair after global routing left no endpoint under its margin. The timer found 32 register pins that no clock reaches; their paths are not timed. The via count of the first global-routing pass was 11400. Per the synthesis report, the simple-gate share of the synthesized area is approximately 15%.

The clock arrives with 0.0167 ns of skew. Leakage power summed over all cells landed at about 7.7 nW. Initial DRC count landed at 739. The worst setup path is captured at an output pin. The timing report notes that buffer and inverter cells on the critical path total 13. Wire length after detailed routing landed at about 33000 um.

After synthesis, the largest area contributor takes up 18.4% of total cell area. For reference, compound AND-OR and OR-AND cells occupy 19.9% of the area reported after synthesis. Per the Yosys statistics, synthesis produced 1156 cells. The script parses the final routing iteration and logs DRC violations as 0. Looking at the setup timing report, the critical path kind is clk -> out. Count of endpoints without a timing constraint landed at 32. The number of gates resized after CTS was 0. Checking max transition, the worst relative margin is roughly 40%. Number of unique standard cell types used by synthesis landed at 80. The report shows a maximum critical-path fanout of 12. Area growth from synthesis to layout landed at 61.5%.

In this run the post-CTS setup repair buffer count came out at 0. Max-cap violations in this run came to 0. Count of pins on the block boundary landed at 194. Of the total synthesized cell area, the portion taken by XOR and XNOR cells is 3.27%. The floorplan step set the die height to 188 um. Per the synth stats, the proportion of register bits with asynchronous set or reset is 0%. Number of warnings in the stage logs landed at 252.

The final weighted congestion recorded by global placement is 0.899. The synthesis report lists the most area-consuming cells as sky130_fd_sc_hd__edfxtp_1, sky130_fd_sc_hd__dfxtp_1, sky130_fd_sc_hd__ha_1, sky130_fd_sc_hd__dlxtn_1, sky130_fd_sc_hd__a21oi_1. The overall die size recorded for this design is 0.0355 mm2. Chip area estimate from yosys synthesis landed at 0.0104 mm2. Number of register bits inferred by synthesis landed at 191.

The number of hold buffers added after CTS was 0. TritonCTS built the clock tree. In this run, the synthesized area fraction spent on adder and majority cells is recorded as 12.1%.

Among the non-sequential cells, AND-OR/OR-AND gates take the most area. Setup total negative slack landed at 0 ns. Area of the mapped netlist landed at 0.0104 mm2. Global route total overflow landed at 0. At the floorplan stage, the core utilization is reported as 30.8%.

Traced cell by cell, the critical path runs through clkbuf_16 -> clkbuf_16 -> or3_1 -> clkbuf_16 -> clkbuf_16 -> a21oi_1 -> clkbuf_16 -> clkbuf_16 -> o21ai_0 -> clkbuf_16 -> clkbuf_16 -> nand2_1 -> clkbuf_16 -> clkbuf_16 -> o211a_1 -> clkbuf_16 -> clkbuf_16 -> mux2i_1 -> a21oi_1 -> dlxtn_1 -> clkdlybuf4s50_1. Endpoints with negative setup slack in the final report add up to 0. Share of post-route cells with drive strength above 1 landed at a little over an eighth.

The kind of cell with the highest combined delay along the critical path is buffers and inverters. Number of cells after detailed placement landed at about 1800. Mean number of vias per cell landed at 4.91. In this run the standard cell core region covers 0.0339 mm2. Entering global routing, the biggest net connects 37 pins. The routed layout has 9881 vias. Final cell count without fillers landed at 2013. Required time of the critical path landed at 14.16 ns. Looking at the max-slew report, the worst-margin pin has a slew of 0.900 ns.
where the power goes:
| part | internal, mW | switching [mW] |
|---|---|---|
| clock | 1.84 | 0.954 |
| combinational | 0.723 | 0.845 |
| sequential | 0.684 | 0.102 |
| total | 3.25 | 1.90 |
cells in the final DEF, fill, tap and decap left out, types with 71 or more instances in the layout:
cell type,count
sky130_fd_sc_hd__clkbuf_16,151
sky130_fd_sc_hd__ha_1,98
sky130_fd_sc_hd__a21oi_1,84
sky130_fd_sc_hd__nor2_1,100
sky130_fd_sc_hd__o21ai_0,71
sky130_fd_sc_hd__nand2_1,71
sky130_fd_sc_hd__clkdlybuf4s50_1,166
sky130_fd_sc_hd__dfxtp_1,94
sky130_fd_sc_hd__inv_1,99
sky130_fd_sc_hd__conb_1,122
synth_stat cells (3+ instances only):
cell	number
sky130_fd_sc_hd__a211oi_1	4
sky130_fd_sc_hd__a21o_1	42
sky130_fd_sc_hd__a21oi_1	85
sky130_fd_sc_hd__a221oi_1	6
sky130_fd_sc_hd__a22o_1	4
sky130_fd_sc_hd__a22oi_1	6
sky130_fd_sc_hd__a311oi_1	4
sky130_fd_sc_hd__a31oi_1	5
sky130_fd_sc_hd__and3_1	7
sky130_fd_sc_hd__buf_1	4
sky130_fd_sc_hd__buf_2	11
sky130_fd_sc_hd__buf_4	35
sky130_fd_sc_hd__clkbuf_1	38
sky130_fd_sc_hd__dfxtp_1	95
sky130_fd_sc_hd__dlxtn_1	32
sky130_fd_sc_hd__edfxtp_1	64
sky130_fd_sc_hd__ha_1	98
sky130_fd_sc_hd__inv_1	98
sky130_fd_sc_hd__mux2i_1	3
sky130_fd_sc_hd__nand2_1	71
sky130_fd_sc_hd__nand2b_1	4
sky130_fd_sc_hd__nand3_1	22
sky130_fd_sc_hd__nand4_1	14
sky130_fd_sc_hd__nor2_1	100
sky130_fd_sc_hd__nor2b_1	39
sky130_fd_sc_hd__nor3_1	18
sky130_fd_sc_hd__nor4_1	6
sky130_fd_sc_hd__o211ai_1	8
sky130_fd_sc_hd__o21a_1	10
sky130_fd_sc_hd__o21ai_0	71
sky130_fd_sc_hd__o21ai_1	6
sky130_fd_sc_hd__o21bai_1	11
sky130_fd_sc_hd__o221ai_1	9
sky130_fd_sc_hd__o22ai_1	16
sky130_fd_sc_hd__o31ai_1	3
sky130_fd_sc_hd__o41ai_1	3
sky130_fd_sc_hd__or2_2	4
sky130_fd_sc_hd__or3_1	7
sky130_fd_sc_hd__xnor2_1	18
sky130_fd_sc_hd__xor2_1	21
layer usage:
layer	GRT usage, %	wire, um
met1	21.8	13500
met2	21.7	13400
met3	18.3	4640
met4	17.3	1710
met5	2.06	0
path summary, 6_finish.rpt:
kind,start,to,slack [ns],cells past startpoint
min reg2reg,reg_f.reg_file[18][15]$_SDFFCE_PN0P_,tempreg22[15]$_DFF_P_,0.47,1
max reg2reg,p_counter.pc_out[5]$_SDFF_PP0_,p_counter.pc_out[31]$_SDFF_PP0_,14.99,7
max,reset,alu_result[19],1.39,21
min,reset,p_counter.pc_out[3]$_SDFF_PP0_,0.03,3
registers in the layout, summed over array words and instances (netlist names), named ones only:
name	cells
reg_f.reg_file	64
p_counter.pc_out	30
alu.out	32
tempreg21	32
tempreg22	32
tightest hold or removal path: stages:
cell and delay [ns]:
sky130_fd_sc_hd__clkbuf_16 0.18, sky130_fd_sc_hd__clkbuf_16 0.19, sky130_fd_sc_hd__nor2_1 0.04
kinds of logic (layout without fill, tap and decap cells):
logic type / Yosys count / after routing
compound gates: 320 / 320
xor+xnor: 39 / 39
fa+ha+maj: 100 / 100
buf+inv: 189 / 478
flops: 159 / 159
latches: 32 / 32
mux: 5 / 5
other cells: 2 / 122
simple gates: 310 / 310
per-stage QoR:
stage | power, mW | area (um2) | setup slack, ns | util, % | hold slack, ns
6_report | 5.15 | 16900 | 1.39 | 49.8 | 0.0277
5_1_grt | 5.49 | 16900 | 1.17 | 49.8 | 0.0304
4_1_cts | 5.23 | 16900 | 1.33 | 49.8 | 0.0255
3_5_place_dp | 2.68 | 12600 | 2.58 | 37.3 | 0.0667
3_3_place_gp | 2.68 | 12600 | 2.59 | 37.3 | 0.0667
2_1_floorplan | 2.14 | 10900 | 3.35 | - | 0.423
cell type report:
type | count | area [um2]
Clock buffer | 184 | 3940
Clock inverter | 26 | 269
Fill cell | 2917 | 17000
Inverter | 99 | 372
Multi-Input combinational cell | 896 | 5720
Sequential cell | 191 | 4310
Tap cell | 448 | 561
Timing Repair Buffer | 169 | 1680
Power is estimated from default activity; no workload was simulated.
