<file path="/design/flow/design.v">
`timescale 1ns / 1ps
module alu16b(out,in1,in2,clk,rst,sel,zf
    );
output reg [15:0] out;
input [15:0] in1,in2;
input clk,rst;
output reg zf;
input [2:0] sel;
always@(*)
begin
case(sel)
0: out <= in1 + in2;
1: out <= in1 - in2;
2: out <= in1 & in2;
3: out <= in1 | in2;
4: out <= ~in1; 
5: out <= in1 ^ in2;
6: out <= in2;
default: out <= in1 + in2;
endcase
end
always@(posedge clk or negedge rst)
begin
	if(rst == 0)
		zf <= 0;
	else
		zf <= (out == 16'd0);
end
endmodule
</file>
<file path="/design/flow/run.sh">
#!/bin/bash
# OpenROAD 26Q1-2900-gdf79404cd8, Yosys 0.63+post, stock flow scripts
make -C /OpenROAD-flow-scripts/flow DESIGN_CONFIG=/design/flow/config.mk WORK_HOME=/design/flow/orfs finish
</file>
<file path="/design/flow/config.mk">
export PLATFORM = sky130hd
export DESIGN_NAME = alu16b
export DESIGN_NICKNAME = alu16b
export VERILOG_FILES = /design/flow/design.v
export SDC_FILE = /design/flow/constraint.sdc
export NUM_CORES = 4
export LEC_CHECK = 1
export CORE_AREA = 10 10 102 102
export DIE_AREA = 0 0 112 112
</file>
<file path="/design/flow/constraint.sdc">
current_design alu16b

set clk_period 10.0
set clk_io_pct 0.2

create_clock -name clk0 -period $clk_period [get_ports {clk}]

set non_clock_inputs [all_inputs -no_clocks]
set_input_delay [expr $clk_period * $clk_io_pct] -clock clk0 $non_clock_inputs
set_output_delay [expr $clk_period * $clk_io_pct] -clock clk0 [all_outputs]
</file>
==> flow_summary.toml <==
# flow metrics
[place]
hpwlAfterDp_um = 6900
dp.cells = 532
routabilityCongestion = 0.968
numPortBuffers = 53

[critical_path]
critical_path_class = "in2out"
critPathSlowestCell = "clkdlybuf4s50_1"
worstPathRequired_ps = 8000
worst-path-max-fanout = 22
start_kind = "input pin"
crit_arrival_ps = 6350
crit_start = "sel[1]"
slowest_delay_ps = 520
crit_path_end_kind = "output port"
crit_chain = "clkdlybuf4s50_1, buf_4, and2b_1, nand2_1, o21ai_0, xnor2_1, ha_1, a2111o_1, o211a_1, o21a_1, o21ai_0, mux2_2, o211ai_1, clkdlybuf4s50_1"

[yosys]
synth_cell_types = 69
ys_area_um2 = 2640
yosys-stat-cells = 384
netlist_area_um2 = 2640
topCombFamilyByArea = "AND-OR/OR-AND gates"
area_leaders = "ha_1 23%, inv_1 6.5%, o21ai_0 6.3%"
simple_gate_share = 0.220
edf_count = 0
syn_area_per_cell_um2 = 6.87
xor_share = 0.0631
synthAoiAreaFrac = 0.331
synthCells = 384
adder_share = 0.235
ys_ff = 1
yosysTopAreaCellShare = 0.228
mux_share = 0.0384
yosysWarnings = 1
synth.most_common_cell = "ha_1"
ys.flop_type = "dfrtp_1"
seq_area_frac_synth = 0.00949
top_area_cell = "ha_1"
ys_async_sr_fraction = 1.00
synthTopCellsByCount = "48 x ha_1, 46 x inv_1, 33 x nand2_1, 33 x o21ai_0"

[power]
clockPowerShare = 0
p_int_uw = 95.3
p_leak_uw = 0.00142
p_sw_uw = 97.8
finalPower_uw = 193
pwr_density_cell_nw_per_um2 = 59.7
switching_share = 0.506
pwr-share-seq = 0.021
peakVddDrop_mv = 0.0233
p_comb_frac = 0.979

[route]
wire_per_inst_um = 16.2
antennaDiodeCount = 0
drcViolationCount = 0
via_count = 2879
routed_wl_um = 8610
ant_nets = 0
dr.pass1.iters = 4
drt_iter0_drc = 160
via_per_inst = 5.41

[final_timing]
setup_tns_ps = 0
fmax_mhz = 120
rsz0062_at_grt = "false"
worst_pin_slew_ps = 705
finalClockPeriodUsage = 0.835
max_slew_margin = 0.518
finalSetupViolations = 0
hold_viol = 0
report.final.slew_viol_count = 0
timing.final.crit_period_ps = 8350

[grt]
grt_overflow = 0
grt_max_degree = 54
grtUsageTotal = 0.132
antenna_found_initial = 0
grt_pass1_wl_um = 14100
grt_pass1_vias = 2754

[floorplan]
fp_util = 0.321
die_area_um2 = 12500
row_count = 33
die_w_um = 112
die_h_um = 112
core_area_um2 = 8220
num_io_pins = 54

[cells_and_area]
largest_register_ffs = 1
top_regs = "zf (1)"
final_cells = 532
largest_register = "zf"
syn2layout_area_growth_pct = 22.8
layout-drive-gt1-share = 0.0351
final_core_util = 0.394

[status]
status = "finished clean"

[cts]
hold_buffers = 0
cts_setup_buffers = 0
ctsResizeCount = 0
path_clk_slew_ps = 0

[min_path]
min_path_type = "in2async"

[job]
maxCapViolCount = 0
log.warning_count = 45
-- final timing paths --
path / endpoint / slack (ps) / cells past startpoint
min in group clk0: zf / 2740 / 1
hold / removal: zf / 2150 / 1
max in group asynchronous: zf / 7750 / 1
setup / recovery: out[13] / 1650 / 14
-- power groups by stage --
stage         clock network [uW]  registers (uW)  logic [uW]
CTS                            0            4.12         190
global route                   0            4.12         212
finish                         0            4.12         189
-- per-layer routing --
metal / vias up / wire (um) / global-route usage
met5: - / 0 / 0
met3: 10 / 457 / 0.0152
met4: 0 / 149 / 0.0228
li1: 1483 / - / -
met2: 87 / 3920 / 0.222
met1: 1299 / 4090 / 0.178
-- final cells by class --
cell class | count | area (um2)
Tap cell | 105 | 131
Timing Repair Buffer | 58 | 563
Sequential cell | 1 | 25.0
Fill cell | 845 | 4980
Inverter | 47 | 179
Multi-Input combinational cell | 321 | 2340
-- through the flow --
| step | hold slack, ps | worst slack (ps) | cell area, um2 |
|---|---|---|---|
| floorplan | 1700 | 3220 | 2640 |
| global placement | 2150 | 1690 | 3240 |
| detailed placement | 2150 | 1680 | 3240 |
| CTS | 2150 | 1650 | 3240 |
| global route | 2170 | 1400 | 3240 |
| finish | 2150 | 1650 | 3240 |
-- worst max-delay path: cells and delay by family --
family | cells | cell delay [ps]
xor+xnor | 1 | 170
mux | 1 | 360
fa+ha+maj | 1 | 370
simple gates | 2 | 610
compound gates | 6 | 1570
buf+inv | 3 | 1240
-- cells by family (layout without fill, tap and decap cells) --
group           Yosys count  after routing
compound gates          130            130
xor+xnor                 19             19
fa+ha+maj                49             49
buf+inv                  62            105
flops                     1              1
mux                      10             10
simple gates            113            113
-- layout by cell type, fill, tap and decap left out, types with 3 or more instances in the layout --
master | synthesis | layout
buf_4 | 1 | 5
nand2_1 | 33 | 33
nor2_1 | 24 | 24
ha_1 | 48 | 48
nand3_1 | 7 | 7
clkdlybuf4s50_1 | 0 | 52
nor2b_1 | 6 | 6
a31oi_1 | 4 | 4
and2_1 | 3 | 3
nor3b_1 | 3 | 3
mux2i_1 | 9 | 9
o211ai_1 | 6 | 6
o21ai_0 | 33 | 33
nand2b_1 | 7 | 7
or3_1 | 6 | 6
a211oi_1 | 7 | 7
xor2_1 | 3 | 3
o2bb2ai_1 | 4 | 4
o21a_1 | 6 | 6
nor3_1 | 5 | 5
xnor2_1 | 16 | 16
a21o_1 | 4 | 4
a21oi_1 | 24 | 24
and3_1 | 5 | 5
a22oi_1 | 5 | 5
o22ai_1 | 6 | 6
inv_1 | 46 | 46
Power and IR drop assume default switching activity.
