<file path="design.v">
`timescale 1ns / 1ps
module counter5b(out,in,load,inc,rst,clk
    );
input load,inc,rst,clk;
output reg [4:0] out;
input [4:0] in;
always@(posedge clk or negedge rst)
begin
if(rst==0)
	out <= 0;
else if (load == 1)
	out <= in;
else if(inc ==1 )
	out <= out + 1;
end
endmodule
</file>
<file path="run.sh">
#!/bin/bash
# OpenROAD 26Q1-2900-gdf79404cd8, Yosys 0.63+post, stock flow scripts
make -C /OpenROAD-flow-scripts/flow DESIGN_CONFIG=/design/flow/config.mk WORK_HOME=/design/flow/orfs finish
</file>
<file path="config.mk">
export PLATFORM = sky130hd
export DESIGN_NAME = counter5b
export DESIGN_NICKNAME = counter5b
export VERILOG_FILES = /design/flow/design.v
export SDC_FILE = /design/flow/constraint.sdc
export NUM_CORES = 4
export LEC_CHECK = 1
export CORE_AREA = 10 10 70 70
export DIE_AREA = 0 0 80 80
</file>
<file path="constraint.sdc">
current_design counter5b

set clk_period 1.6
set clk_io_pct 0.2

create_clock -name clk0 -period $clk_period [get_ports {clk}]

set non_clock_inputs [all_inputs -no_clocks]
set_input_delay [expr $clk_period * $clk_io_pct] -clock clk0 $non_clock_inputs
set_output_delay [expr $clk_period * $clk_io_pct] -clock clk0 [all_outputs]
</file>
==> flow_metrics.env <==
# yosys + openroad results
export IMPL_status="completed"
export IMPL_rr_endpoint="out[4]$_DFFE_PN0P_"
export IMPL_post_route_drc_count=0
export IMPL_placement_rows=21
export IMPL_warnings=25
export IMPL_antennaDiodeCount=0
export IMPL_grt_first_pass_wirelength_mm=1.46
export IMPL_yosys_area_sq_um=249
export IMPL_yosysWarnings=1
export IMPL_path_clk_slew_ns=0.05
export IMPL_routed_via_density=2.70
export IMPL_track_usage_pct=2.95
export IMPL_core_area_sq_um=3420
export IMPL_dr_pass1_iters=3
export IMPL_die_w_um=80
export IMPL_largest_reg_flops=5
export IMPL_tns_ns=0
export IMPL_cts_buffers=3
export IMPL_fin_crit_ns=1.48
export IMPL_slew_headroom_pct=84.4
export IMPL_hold_viol=0
export IMPL_max_flop_register="out"
export IMPL_postRouteAntennaNets=0
export IMPL_synth_seq_cells=5
export IMPL_worst_slew_pin_transition_ns=0.234
export IMPL_crit_type="reg -> out"
export IMPL_cts_resized=0
export IMPL_worst_r2r_path_depth=4
export IMPL_num_vias=238
export IMPL_power_leakage_nw=0.180
export IMPL_grt_max_degree=9
export IMPL_dr_first_iter_drc_count=5
export IMPL_io_buffers=13
export IMPL_ir_worst_vdd_v=0.000623
export IMPL_slowest_delay_ns=0.50
export IMPL_r2r_start="out[0]$_DFFE_PN0P_"
export IMPL_wl_per_cell_um=9.19
export IMPL_cts_sinks=5
export IMPL_rsz0062_at_grt="false"
export IMPL_final_max_slew_viol_count=0
export IMPL_cp_num_buf_inv=1
export IMPL_io_pins=14
export IMPL_htree_num_levels=1
export IMPL_cp_top_family="buffers and inverters"
export IMPL_skew_ns=0.00555
export IMPL_setup_viol=0
export IMPL_ys_cells=24
export IMPL_hp_class="in -> async"
export IMPL_cp_max_fo=4
export IMPL_grt_overflow_total=0
export IMPL_syn_avg_cell_area_sq_um=10.4
export IMPL_finalClockPeriodUsage_pct=92.2
export IMPL_globalplace_congestion=0.733
export IMPL_area_growth_pct=90.5
export IMPL_drv_cap=0
export IMPL_critPathRequiredTime_ns=1.28
export IMPL_end_kind="primary output"
export IMPL_slowest_stage="clkdlybuf4s50_1"
export IMPL_die_area_sq_um=6400
export IMPL_rrSetupSlack_ns=0.50
export IMPL_drt_wl_total_um=809
export IMPL_ctsHoldBuffers=0
export IMPL_yosysSeqAreaShare_pct=50.3
export IMPL_synth_area_sq_um=249
export IMPL_synth_cells=24
export IMPL_cts_max_path_buffers=2
export IMPL_cts_tree="yes"
export IMPL_grt_pass1_vias=305
export IMPL_antenna_found_initial=0
export IMPL_fp_util_pct=7.29
export IMPL_biggestRegsByFlops="out: 5 flops"
export IMPL_cts_root_buf="clkbuf_4"
export IMPL_die_h_um=80
export IMPL_cp_cell_sequence="clkdlybuf4s50_1"
export IMPL_drive_gt1_share_pct=14.3
export IMPL_ys_types=11
export IMPL_worstSkewPairLatency_ns=0.24
export IMPL_power_density_nw_per_um2=851
export IMPL_postCtsSetupBuffers=0
export IMPL_start_kind="register"
export IMPL_clock_fmax_mhz=678
export IMPL_power_uw=404
export IMPL_critPathArrivalTime_ns=1.16
-- worst max-delay path by stage --
stage | start | to | cells after the start
after CTS | out[2]$_DFFE_PN0P_ | out[2] | 1
after global routing | out[0]$_DFFE_PN0P_ | out[0] | 1
final | out[0]$_DFFE_PN0P_ | out[0] | 1
-- layer usage --
| metal | share of wire, % | wire (um) | vias up | track usage, % |
|---|---|---|---|---|
| met5 | 0 | 0 | - | 0 |
| met4 | 0 | 0 | 0 | 0.176 |
| met3 | 11 | 93 | 0 | 1.93 |
| met2 | 25 | 200 | 17 | 3.05 |
| met1 | 64 | 516 | 103 | 4.76 |
| li1 | - | - | 118 | - |
-- final cells by class --
type / count / area [sq um]
flip-flops and latches: 5 / 125
multi-input cells: 18 / 120
fillers: 395 / 2940
clock buffers: 4 / 26.3
well taps: 46 / 57.6
repair buffers: 15 / 145
-- synth_stat cells --
master | n | area share (%)
dfrtp_1 | 5 | 50
nand2_1 | 5 | 7.5
o21ai_0 | 3 | 6.0
nand4_1 | 2 | 5.0
xnor2_1 | 2 | 7.0
xor2_1 | 2 | 7.0
clkbuf_1 | 1 | 1.5
ha_1 | 1 | 5.0
mux2_2 | 1 | 4.5
mux2i_1 | 1 | 4.0
o21ai_1 | 1 | 2.0
-- cells in the final DEF, fill, tap and decap left out, types with 2 or more instances in the layout --
cell              n
clkbuf_4          3
xnor2_1           2
nand4_1           2
xor2_1            2
o21ai_0           3
clkdlybuf4s50_1  13
buf_4             2
dfrtp_1           5
nand2_1           5
-- report_power, final --
group          switching, mW  internal (mW)
registers             0.0193          0.143
logic                 0.0274         0.0671
clock network         0.0524         0.0943
-- metrics by stage --
step | hold slack, ns | util [%] | std cells | worst slack, ns | area [sq um]
final | 0.298 | 13.9 | 88 | 0.124 | 474
after global routing | 0.299 | 13.9 | 88 | 0.0633 | 474
after CTS | 0.302 | 13.9 | 88 | 0.103 | 474
after detailed placement | 0.561 | 13.1 | 84 | 0.143 | 448
after global placement | 0.555 | 13.1 | 84 | 0.189 | 448
after floorplan | 0.0244 | - | 24 | 0.587 | 249
-- cell families after synthesis --
| family | share of synthesized area [%] |
|---|---|
| and+or+nand+nor | 12.6 |
| DFF | 50.3 |
| AOI/OAI and AO/OA | 8.04 |
| xor gates and xnor gates | 14.1 |
| muxes | 8.54 |
| buffers and inverters | 1.51 |
| adders and majority gates | 5.02 |
